`/design/flow/design.v`:
```
module async_receiver #(
	parameter ClkFrequency = 50000000,	 
	parameter Baud = 115200
)(
	input clk,
	input RxD,
	output reg RxD_data_ready = 0,
	output reg [7:0] RxD_data = 0,   
	output RxD_idle,   
	output reg RxD_endofpacket = 0   
);
parameter Oversampling = 8;   
generate
	if(ClkFrequency<Baud*Oversampling) ASSERTION_ERROR PARAMETER_OUT_OF_RANGE("Frequency too low for current Baud rate and oversampling");
	if(Oversampling<8 || ((Oversampling & (Oversampling-1))!=0)) ASSERTION_ERROR PARAMETER_OUT_OF_RANGE("Invalid oversampling value");
endgenerate
reg [3:0] RxD_state = 0;
wire OversamplingTick;
BaudTickGen #(ClkFrequency, Baud, Oversampling) tickgen(.clk(clk), .enable(1'b1), .tick(OversamplingTick));
reg [1:0] RxD_sync = 2'b11;
always @(posedge clk) if(OversamplingTick) RxD_sync <= {RxD_sync[0], RxD};
reg [1:0] Filter_cnt = 2'b11;
reg RxD_bit = 1'b1;
always @(posedge clk)
if(OversamplingTick)
begin
	if(RxD_sync[1]==1'b1 && Filter_cnt!=2'b11) Filter_cnt <= Filter_cnt + 1'd1;
	else 
	if(RxD_sync[1]==1'b0 && Filter_cnt!=2'b00) Filter_cnt <= Filter_cnt - 1'd1;
	if(Filter_cnt==2'b11) RxD_bit <= 1'b1;
	else
	if(Filter_cnt==2'b00) RxD_bit <= 1'b0;
end
function integer log2(input integer v); begin log2=0; while(v>>log2) log2=log2+1; end endfunction
localparam l2o = log2(Oversampling);
reg [l2o-2:0] OversamplingCnt = 0;
always @(posedge clk) if(OversamplingTick) OversamplingCnt <= (RxD_state==0) ? 1'd0 : OversamplingCnt + 1'd1;
wire sampleNow = OversamplingTick && (OversamplingCnt==Oversampling/2-1);
always @(posedge clk)
case(RxD_state)
	4'b0000: if(~RxD_bit) RxD_state <=  4'b0001 ;   
	4'b0001: if(sampleNow) RxD_state <= 4'b1000;   
	4'b1000: if(sampleNow) RxD_state <= 4'b1001;   
	4'b1001: if(sampleNow) RxD_state <= 4'b1010;   
	4'b1010: if(sampleNow) RxD_state <= 4'b1011;   
	4'b1011: if(sampleNow) RxD_state <= 4'b1100;   
	4'b1100: if(sampleNow) RxD_state <= 4'b1101;   
	4'b1101: if(sampleNow) RxD_state <= 4'b1110;   
	4'b1110: if(sampleNow) RxD_state <= 4'b1111;   
	4'b1111: if(sampleNow) RxD_state <= 4'b0010;   
	4'b0010: if(sampleNow) RxD_state <= 4'b0000;   
	default: RxD_state <= 4'b0000;
endcase
always @(posedge clk)
if(sampleNow && RxD_state[3]) RxD_data <= {RxD_bit, RxD_data[7:1]};
always @(posedge clk)
begin
	RxD_data_ready <= (sampleNow && RxD_state==4'b0010 && RxD_bit);   
end
reg [l2o+1:0] GapCnt = 0;
always @(posedge clk) if (RxD_state!=0) GapCnt<=0; else if(OversamplingTick & ~GapCnt[log2(Oversampling)+1]) GapCnt <= GapCnt + 1'h1;
assign RxD_idle = GapCnt[l2o+1];
always @(posedge clk) RxD_endofpacket <= OversamplingTick & ~GapCnt[l2o+1] & &GapCnt[l2o:0];
endmodule
module ASSERTION_ERROR();
endmodule
module BaudTickGen #(
	parameter ClkFrequency = 50000000,
	parameter Baud = 115200,
	parameter Oversampling = 1
)(
	input clk, enable,
	output tick   
);
function integer log2(input integer v); begin log2=0; while(v>>log2) log2=log2+1; end endfunction
localparam AccWidth = log2(ClkFrequency/Baud)+8;   
reg [AccWidth:0] Acc = 0;
localparam ShiftLimiter = log2(Baud*Oversampling >> (31-AccWidth));   
localparam Inc = ((Baud*Oversampling << (AccWidth-ShiftLimiter))+(ClkFrequency>>(ShiftLimiter+1)))/(ClkFrequency>>ShiftLimiter);
always @(posedge clk) if(enable) Acc <= Acc[AccWidth-1:0] + Inc[AccWidth:0]; else Acc <= Inc[AccWidth:0];
assign tick = Acc[AccWidth];
endmodule
module target_RS232 (
    input wire clk,
    input wire rst_n,
    input wire RxD,
    output reg target_renew,
    output reg signed [23:0] target_height,
    output reg signed [23:0] target_pitch,
    output reg signed [23:0] target_roll,
    output reg signed [23:0] target_yaw
);
    wire RxD_idle;            
    wire RxD_endofpacket;     
    wire RxD_data_ready;      
    wire [7:0] RxD_data;      
    reg [7:0] action_reg;     
    async_receiver #(
        .ClkFrequency(50000000),   
        .Baud(115200)
    ) inst_rs232 (
        .clk(clk),
        .RxD(RxD),
        .RxD_data_ready(RxD_data_ready),
        .RxD_data(RxD_data),
        .RxD_idle(RxD_idle),
        .RxD_endofpacket(RxD_endofpacket)
    );
    reg [2:0] cnt;   
    reg [7:0] data_packed [2:0];
    localparam START_BYTE = 8'h0A;   
    localparam STOP_BYTE  = 8'h08;
    always @(posedge clk or negedge rst_n) begin
        if (!rst_n) begin
            cnt <= 0;
            data_packed[0] <= 0;
            data_packed[1] <= 0;
            data_packed[2] <= 0;
        end 
        else if (RxD_data_ready) begin
            data_packed[cnt] <= RxD_data;
            cnt <= (cnt == 3) ? 0 : cnt + 1;
        end
    end
    always @(posedge clk or negedge rst_n) begin
        if (!rst_n)
            action_reg <= 0;
        else if (cnt == 3) begin
            action_reg <= (data_packed[0] == START_BYTE) && (data_packed[2] == STOP_BYTE) ?
                          data_packed[1] : action_reg;  
        end
    end
    reg target_renew_pre;
    always @(posedge clk) begin
        target_renew_pre <= (cnt == 3) ? 1 : 0;
        target_renew <= target_renew_pre;
    end
    always @(posedge clk or negedge rst_n) begin
        if (!rst_n) begin
            target_height <= 0;
            target_pitch <= 0;
            target_roll <= 0;
            target_yaw <= 0;
        end else begin
            case (action_reg)
                8'h01: begin   
                    target_height <= 16'sd32767;   
                    target_pitch <= 0;
                    target_roll <= 0;
                    target_yaw <= 0;
                end
                8'h02: begin   
                    target_height <= 16'sd32767;   
                    target_pitch <= 0;
                    target_roll <= 0;
                    target_yaw <= 0;
                end
                8'h03: begin   
                    target_height <= 0;
                    target_pitch <= 0;  
                    target_roll <= 0;
                    target_yaw <= 0;
                end
                8'h04: begin   
                    target_height <= 16'sd32767;
                    target_pitch <= 16'd500;   
                    target_roll <= 0;
                    target_yaw <= 0;
                end
                8'h05: begin   
                    target_height <= 16'sd32767;
                    target_pitch <= -16'sd500;   
                    target_roll <= 0;
                    target_yaw <= 0;
                end
                8'h06: begin   
                    target_height <= 16'sd32767;
                    target_pitch <= 0;
                    target_roll <= 16'd500;
                    target_yaw <= 0;
                end
                8'h07: begin   
                    target_height <= 16'sd32767;
                    target_pitch <= 0;
                    target_roll <= -16'sd500;
                    target_yaw <= 0;
                end
                8'h08: begin   
                    target_height <= 16'sd32767;
                    target_pitch <= 0;
                    target_roll <= 0;
                    target_yaw <= 16'd500;
                end
                8'h09: begin   
                    target_height <= 16'sd32767;
                    target_pitch <= 0;
                    target_roll <= 0;
                    target_yaw <= -16'sd500;
                end
                default: begin
                    target_height <= 0;
                    target_pitch <= 0;
                    target_roll <= 0;
                    target_yaw <= 0;
                end
            endcase
        end
    end
endmodule
```
`/design/flow/constraint.sdc`:
```
current_design target_RS232

set clk_period 3.3
set clk_io_pct 0.2

create_clock -name clk0 -period $clk_period [get_ports {clk}]

set non_clock_inputs [all_inputs -no_clocks]
set_input_delay [expr $clk_period * $clk_io_pct] -clock clk0 $non_clock_inputs
set_output_delay [expr $clk_period * $clk_io_pct] -clock clk0 [all_outputs]
```
`/design/flow/run.sh`:
```
#!/bin/bash
# OpenROAD 26Q1-2900-gdf79404cd8, Yosys 0.63+post, stock flow scripts
make -C /OpenROAD-flow-scripts/flow DESIGN_CONFIG=/design/flow/config.mk WORK_HOME=/design/flow/orfs finish
```
`/design/flow/config.mk`:
```
export PLATFORM = sky130hd
export DESIGN_NAME = target_RS232
export DESIGN_NICKNAME = target_RS232
export VERILOG_FILES = /design/flow/design.v
export SDC_FILE = /design/flow/constraint.sdc
export NUM_CORES = 4
export LEC_CHECK = 1
export CORE_UTILIZATION = 40
```
==> results_slide.txt <==
Implementation Results

Worst setup path
  – Critical Setup Path Class: reg -> out
  – Worst path top cell family by delay: flip-flops
  – Critical path capture point type: primary output
  – Worst Setup Start Kind: flop
  – CP Buf/Inv Count: 1
  – CP Capture Point: target_roll[23]
  – Crit-path max FO: 16
  – Crit. path cell count: 1
  – RR Startpoint: data_packed[0][0]
  – CP Data Required Time: around 2600 ps
  – Worst Setup SP: target_roll[22]
  – Reg-to-reg endpoint: action_reg[5]
  – Path depth of the worst reg2reg path: 4
  – Slowest stage cell on the critical path: dfrtp_1
  – Flop2flop setup slack: around 1500 ps
  – Largest stage delay on the critical path: just under 600 ps
  – Critical Path AT: around 1500 ps
  – Crit-path cells: clkdlybuf4s50_1

Synthesis
  – Synth Flop Type: dfrtp_1
  – Post-synthesis async set-or-reset flop share: 0.5488
  – YS chip area: roughly 0.0039 sq mm
  – Number of enable flip-flop cells: 20
  – Mapped cell area: a little under 0.004 sq mm
  – Ys Warns: 4
  – Synth Area per Inst: approximately 12 sq um
  – # Cells Yosys: 319
  – Register share after synthesis: 0.5320
  – Mapped Cells: 319
  – Cell Type Count: 40
  – FF+latch count, synth: 82

STA
  – Worst-margin pin slew: around 560 ps
  – Clock Skew: 7.448 ps
  – Unrepaired setup endpoints after global routing: false
  – Period utilization: 0.6430
  – Finish-stage setup viols: 0
  – Relative slew slack: 0.6204
  – Total Neg Setup Slack: 0 ps
  – Fin. Hold Viols: 0
  – Min Tclk post-route: between 2000 and 2500 ps
  – Fmax: about 470 MHz
  – Final WS setup: 1178 ps
  – WHS: approximately 330 ps
  – Final slew viol count: 0

Cells and area
  – Post-Layout Cell Count: 473
  – Layout cell share with drive strength beyond 1: 0.1366
  – Top reg by flops: data_packed
  – FF/Latch Area: slightly above 0.002 sq mm
  – Regs by FF count: data_packed (24), inst_rs232.tickgen.Acc (14)
  – Synth-to-layout area growth: 14.59%
  – Max FFs per register: 24
  – Filler Cells Inserted: between 800 and 900
  – MI comb area: 0.001161 sq mm
  – Finished Cell Area: approximately 0.0045 sq mm

Routing
  – Drt pass-1 iters: 4
  – Per-cell routed wire length: about 11 microns
  – Final Routed Wirelength: approximately 5.2 mm
  – Ant. Diodes: 0
  – Routed vias: about 2100
  – # DRC: 0
  – Iter 0 DRT Violations: 35
  – Post-DRT Antenna Nets: 0
  – Vias/cell: 4.355

Clock network
  – Longest Clk Path Bufs: 2
  – Clock transition at path regs: around 80 ps
  – Clock sinks: 82
  – CTS tree: yes
  – # resized after CTS: 0
  – Root buf cell: clkbuf_8
  – Hold bufs inserted after CTS: 0
  – Total clock buffers created by CTS: 9
  – H-Tree Depth: 3
  – Setup Fix Bufs, Post-CTS: 0
  – Clock latency on the worst-skew pair: around 330 ps

Floorplan
  – Die W: ~100 microns
  – Chip area: slightly above 0.01 sq mm
  – Fp util: 0.4165
  – Core area: roughly 0.0093 sq mm
  – Die Span Y: slightly above 100 microns
  – Core Rows: 35
  – Top Ports: roughly 100

Placement
  – Dpl cells: ~460
  – IO Port Bufs: roughly 84
  – Cell Area, Placed: around 0.0043 sq mm
  – Post-DP HPWL: approximately 3.7 mm
  – Pre-CTS WS: 1509 ps
  – Final Wtd Congestion: 0.7689

GRT
  – Global Route Usage Sum: 0.1096
  – Largest net degree at the start of global routing: between 40 and 50
  – First-pass GRT wire length: roughly 8.6 mm
  – GRT overflow: 0
  – Initial antenna violation count: 0
  – Number of global-route vias before repair: approximately 1800

Run
  – Max-Cap Viols: 0
  – OpenROAD warning count: 32

Power
  – Maximum vdd drop: approximately 210 uV
  – Pwr per Cell Area: 375.9 mW/mm^2
  – Static leakage: roughly 0.0019 uW

Status
  – Status: complete, no violations

Min path
  – Hold path depth: 0
  – Worst hold-check path type: reg -> reg
## per-stage QoR
step | utilization | total power [uW]
2_1_floorplan | - | 1065
3_3_place_gp | 0.4590 | 1067
4_1_cts | 0.4773 | 1703
3_5_place_dp | 0.4590 | 1067
6_report | 0.4773 | 1673
5_1_grt | 0.4773 | 1742
## cell families after synthesis
| family | after synthesis | synth area share |
|---|---|---|
| xor gates and xnor gates | 14 | 0.03156 |
| adders and majority gates | 13 | 0.04187 |
| buffers and inverters | 103 | 0.1826 |
| other | 1 | 0.0009653 |
| muxes | 32 | 0.09275 |
| DFF | 82 | 0.5320 |
| AOI/OAI and AO/OA | 24 | 0.03994 |
| and+or+nand+nor | 50 | 0.07827 |
## worst min-delay path by stage
stage / from / to / slack (ps)
finish: target_renew_pre / target_renew / 330
global route: target_renew_pre / target_renew / 340
CTS: target_renew_pre / target_renew / 340
## layout make-up
cell class / instances / share of cell area
flip-flops and latches: 82 / 0.4643
multi-input cells: 148 / 0.2608
repair buffers: 85 / 0.1894
clock buffers: 16 / 0.03822
well taps: 129 / 0.03626
inverters: 13 / 0.01096
## cell usage after synthesis (all sizes together), types with 4 or more instances
cell type | n | area share
xor2 | 5 | 0.011
o21ai | 8 | 0.010
xnor2 | 9 | 0.020
clkbuf | 4 | 0.0039
buf | 86 | 0.17
nand2 | 9 | 0.0087
nor4 | 5 | 0.0081
dfrtp | 45 | 0.29
ha | 13 | 0.042
edfxtp | 20 | 0.15
and2 | 10 | 0.016
dfxtp | 17 | 0.088
nor2 | 7 | 0.0068
mux2 | 32 | 0.093
inv | 13 | 0.013
## cell usage in the layout (no fill, tap or decap), drive strengths merged, types with 3 or more instances in the layout
cell type	count
a21oi	3
and2	10
clkbuf	16
clkdlybuf4s50	83
conb	15
dfrtp	45
dfxtp	17
edfxtp	20
ha	13
inv	13
mux2	32
nand2	9
nand3	3
nor2	7
nor2b	3
nor4	5
o21ai	8
xnor2	9
xor2	5
## worst register-to-register path, delay by kind of cell (launching register included)
kind	cells	cell delay, ps
mux	1	390
simple gates	3	870
flops	1	390
## layer usage
metal / GRT usage / wire [microns] / up-vias
met3: 0.02750 / 346 / 6
met1: 0.1722 / 2513 / 950
li1: - / - / 1019
met5: 0 / 0 / -
met4: 0.01895 / 65 / 0
met2: 0.1639 / 2305 / 85
## power by group
group	leakage, uW	switching [uW]	internal [uW]
Sequential	0.000945	0	1030
Clock	0.0000850	312	317
Combinational	0.000886	10.7	2.20
Power is estimated from default activity; no workload was simulated.
