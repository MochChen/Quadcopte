==> flow/design.v <==
module std_fifo (
    input wire rd_rst_n,  
    input wire rd_clk,  
    input wire rd_en,
    output wire empty,
    output reg [7:0] rd_data,
    input wire wr_clk,
    input wire wr_en,
    output wire full,
    input wire [7:0] wr_data
);
    (* ram_style = "block" *) reg [7:0] ram [15:0];
    reg [4:0] wr_ptr = 0;
    always @(posedge wr_clk) begin
        if (!sync_rst_n_2) begin
            wr_ptr <= 0;
            sync_to_wr_1 <= 0;
            sync_to_wr_2 <= 0;
        end else if (wr_en && !full) begin
            wr_ptr <= wr_ptr + 1;
        end
    end
    always @(posedge wr_clk) if (wr_en && !full) ram[wr_ptr[3:0]] <= wr_data;
    wire [4:0] wr_gray = wr_ptr ^ (wr_ptr >> 1);
    reg [4:0] sync_to_wr_1; always @(posedge wr_clk) sync_to_wr_1 <= rd_gray;
    reg [4:0] sync_to_wr_2; always @(posedge wr_clk) sync_to_wr_2 <= sync_to_wr_1;
    assign full = (wr_gray == {~sync_to_wr_2[4], ~sync_to_wr_2[3], sync_to_wr_2[2:0]});
    reg sync_rst_n_1;
    reg sync_rst_n_2; 
    always @(posedge wr_clk or negedge rd_rst_n) begin
        if (!rd_rst_n) begin     
            sync_rst_n_1 <= 0;
            sync_rst_n_2 <= 0;
        end else begin           
            sync_rst_n_1 <= 1;
            sync_rst_n_2 <= sync_rst_n_1;
        end
    end
    reg [4:0] rd_ptr = 0;
    always @(posedge rd_clk or negedge rd_rst_n) begin
        if (!rd_rst_n) begin
            rd_ptr <= 0;
            sync_to_rd_1 <= 0;
            sync_to_rd_2 <= 0;
        end else if (rd_en && !empty) begin
            rd_ptr <= rd_ptr + 1;
        end
    end
    always @(posedge rd_clk) if (rd_en && !empty) rd_data <= ram[rd_ptr[3:0]];
    wire [4:0] rd_gray = rd_ptr ^ (rd_ptr >> 1);
    reg [4:0] sync_to_rd_1; always @(posedge rd_clk) sync_to_rd_1 <= wr_gray;
    reg [4:0] sync_to_rd_2; always @(posedge rd_clk) sync_to_rd_2 <= sync_to_rd_1;
    assign empty = (rd_gray == sync_to_rd_2);
endmodule
==> flow/run.sh <==
#!/bin/bash
# OpenROAD 26Q1-2900-gdf79404cd8, Yosys 0.63+post, stock flow scripts
make -C /OpenROAD-flow-scripts/flow DESIGN_CONFIG=/design/flow/config.mk WORK_HOME=/design/flow/orfs finish
==> flow/config.mk <==
export PLATFORM = sky130hd
export DESIGN_NAME = std_fifo
export DESIGN_NICKNAME = std_fifo
export VERILOG_FILES = /design/flow/design.v
export SDC_FILE = /design/flow/constraint.sdc
export NUM_CORES = 4
export LEC_CHECK = 1
export CORE_UTILIZATION = 40
==> flow/constraint.sdc <==
current_design std_fifo

set clk_period 5.5
set clk_io_pct 0.2

create_clock -name clk0 -period $clk_period [get_ports {rd_clk}]
create_clock -name clk1 -period $clk_period [get_ports {wr_clk}]

set non_clock_inputs [all_inputs -no_clocks]
set_input_delay [expr $clk_period * $clk_io_pct] -clock clk0 $non_clock_inputs
set_output_delay [expr $clk_period * $clk_io_pct] -clock clk0 [all_outputs]
==> impl_metrics.csv <==
group,metric,value,unit
clocking,cts_hold_buf,0,
pwr,leakagePower,2.37,nW
die,num_rows,43,
cells_and_area,num-fill-cells,1132,
die,core_region_area,14100,sq um
pwr,p_total,3.24,mW
status,status,"completed",
final_timing,finalSetupViolCount,0,
final_timing,rsz0062_at_grt,"false",
yosys,synth_cell_types,37,
run,log.warning_count,32,
final_timing,fin_tns_setup,0,ns
clocking,post_cts_buffers,0,
yosys,ys_cells,296,
hold_path,hold_path.class,"reg -> reg",
detailed_routing,drtPass1Iterations,6,
detailed_routing,num_vias,2800,
yosys,ff_type,"edfxtp_1",
clocking,cts_tree,"done",
placement,dpl_worst_slack,1.99,ns
yosys,synth-edff-count,136,
global_route,grt_pass1_wl,16600,um
final_timing,tightest_slew,0.695,ns
final_timing,hold_viol,0,
detailed_routing,diodes,0,
yosys,yosysWarningCount,31,
die,fp_util,41.7,%
run,maxCapViolCount,0,
yosys,synth_cells,296,
placement,hpwl,6570,um
die,dieArea,15200,sq um
die,io_pins,23,
yosys,syn-cell-area,5890,sq um
die,die_height,123,um
clocking,clock_sink_count,148,
detailed_routing,postRouteAntennaNets,0,
cells_and_area,drive_above_1_share,15.5,%
yosys,synth_chip_area,5890,sq um
pwr,peakVddDrop,0.230,mV
global_route,grt_max_degree,34,
clocking,post_cts_resize_count,0,
global_route,grt.overflow.total,0,
setup_path,critPathRequiredTime,4.40,ns
die,die_x,123,um
clocking,cts.clk_slew.worst_paths,0.05,ns
final_timing,relSlewSlack,53.7,%
placement,dp_cells,486,
yosys,synth-seq-cells,148,
detailed_routing,wirelength,10600,um
final_timing,final-max-slew-violation-count,0,
setup_path,critPathKind,"reg -> out",
cells_and_area,post-route-util,48.7,%
placement,port_buffers,21,
setup_path,start_kind,"register",
pwr,power_density,469,nW/um^2
placement,place_congestion,0.774,
setup_path,critical_path_arrival,2.63,ns
cells_and_area,layoutNonFillerInstCount,522,
detailed_routing,drt_iter0_markers,201,
yosys,async_reset_ff_share,4.73,%
cells_and_area,syn_to_final_growth,17.0,%
final_timing,clock_skew,0.00671,ns
final_timing,setup_slack,1.77,ns
yosys,ys_seq_share,74.0,%
setup_path,end_kind,"primary output",
setup_path,critPathMaxFanout,19,
detailed_routing,wire_per_inst,20.3,um
global_route,grtUsageTotal,16.8,%
detailed_routing,post-route-drc-count,0,
global_route,antenna_found_initial,0,
yosys,avgSynthCellArea,19.9,sq um
global_route,first_global_vias,2969,
detailed_routing,via_per_inst,5.36,
-- registers in the layout, indices dropped and copies added, names as in the netlist --
signal	flops
rd_data	8
sync_rst_n_1	1
wr_ptr	5
rd_ptr	5
ram	128
sync_rst_n_2	1
-- stage by stage --
step / cell area [sq um] / hold WS (ns)
finish: 6900 / 0.362
global route: 6900 / 0.367
CTS: 6900 / 0.362
detailed placement: 6270 / 0.340
global placement: 6270 / 0.340
floorplan: 5890 / 0.331
-- metal layers --
layer	GRT usage, %	part of all wire, %
met1	24.7	40
met2	24.2	47
met3	9.70	11
met4	2.64	2.0
met5	0	0
-- Yosys cell counts, types with 2 or more instances --
| cell type | count | share of area, % |
|---|---|---|
| nand2_1 | 14 | 0.89 |
| mux4_2 | 19 | 7.3 |
| dfxtp_1 | 5 | 1.7 |
| mux2i_1 | 3 | 0.51 |
| and3_1 | 16 | 1.7 |
| clkbuf_1 | 4 | 0.25 |
| nand3_1 | 3 | 0.25 |
| ha_1 | 12 | 2.5 |
| nor2_1 | 4 | 0.25 |
| a21oi_1 | 3 | 0.25 |
| buf_2 | 7 | 0.59 |
| inv_1 | 7 | 0.45 |
| edfxtp_1 | 136 | 69 |
| a211oi_1 | 7 | 0.89 |
| mux4_1 | 13 | 5.8 |
| o21ai_0 | 2 | 0.17 |
| a31oi_1 | 7 | 0.74 |
| xnor2_1 | 4 | 0.59 |
| nor2b_1 | 6 | 0.64 |
| dfrtp_1 | 7 | 3.0 |
-- kinds of logic (layout without fill, tap and decap cells) --
| group | after synthesis | after routing | share of synthesized area, % |
|---|---|---|---|
| DFF | 148 | 148 | 74.0 |
| and+or+nand+nor | 48 | 48 | 4.31 |
| muxes | 35 | 35 | 13.6 |
| AOI/OAI and AO/OA | 25 | 25 | 2.89 |
| buffers and inverters | 22 | 68 | 1.93 |
| adders and majority gates | 12 | 12 | 2.55 |
| xor gates and xnor gates | 5 | 5 | 0.743 |
| other | 1 | 1 | 0.0636 |
-- final cells by class --
cell class / instances / area [sq um] / share of cell area [%]
clock inverter: 13 / 113 / 1.63
inverter: 7 / 26.3 / 0.381
tap: 180 / 225 / 3.27
multi-input combinational: 126 / 1420 / 20.6
clock buffer: 23 / 512 / 7.42
sequential: 148 / 4360 / 63.2
timing repair buffer: 25 / 240 / 3.48
-- where the power goes --
| part | switching [mW] | total, mW | leakage, nW | internal, mW |
|---|---|---|---|---|
| clock | 0.427 | 1.18 | 0.308 | 0.751 |
| sequential | 0.0762 | 1.39 | 1.36 | 1.32 |
| combinational | 0.306 | 0.666 | 0.699 | 0.361 |
| total | 0.809 | 3.24 | 2.37 | 2.43 |
-- worst max-delay path, cell delays in order, from the launching register on --
cell and delay [ns]:
dfrtp_1 0.61, buf_4 0.38, ha_1 0.28, or4_1 0.52, nor2_1 0.12, clkdlybuf4s50_1 0.47
-- placed cells by master, fill, tap and decap left out, drive strengths merged, types with 2 or more instances in the layout --
cell           instances
buf                    4
and3                  16
nor2                   4
edfxtp               136
bufinv                 2
nor2b                  6
a31oi                  7
ha                    12
clkdlybuf4s50         21
inv                    7
clkinv                10
dfxtp                  5
dfrtp                  7
a211oi                 7
mux2i                  3
o21ai                  2
clkbuf                23
nand3                  3
a21oi                  3
mux4                  32
nand2                 14
xnor2                  4
-- worst paths after layout --
path / from / to / slack (ns) / depth (start not counted)
worst max-delay path: rd_ptr[1] / empty / 1.77 / 5
worst min-delay path: sync_rst_n_1 / sync_rst_n_2 / 0.36 / 0
worst max register to register: rd_ptr[1] / rd_ptr[3] / 2.88 / 6
worst min register to register: sync_rst_n_1 / sync_rst_n_2 / 0.36 / 0
max in group clk1: wr_en / ram[13][3] / 3.03 / 4
max in group asynchronous: rd_rst_n / rd_ptr[3] / 4.13 / 1
min in group clk0: rd_ptr[4] / rd_ptr[4] / 0.48 / 1
min in group asynchronous: rd_rst_n / sync_rst_n_1 / 0.95 / 1
Power is estimated from default activity; no workload was simulated.
